==> design/flow/design.v <==
`timescale 1 ns / 1 ps
module yj_basic_reg_clk_p # (
		parameter DW = 32,
		parameter RSTVAL = 1'b0
	)
	(
		input CLK,
		input RSTn,
		input  [ DW-1:0 ] din,
		output [ DW-1:0 ] qout
);
reg [DW-1:0] qout_Reg;
assign qout = qout_Reg;
always @( posedge CLK or negedge RSTn ) begin
	if ( !RSTn ) begin
		qout_Reg <= { DW { RSTVAL } };
	end
	else begin
		qout_Reg <= #1 din;
	end
end
endmodule
module yj_basic_reg_clk_n # (
		parameter DW = 32,
		parameter RSTVAL = 1'b0
	)
	(
		input CLK,
		input RSTn,
		input  [ DW-1:0 ] din,
		output [ DW-1:0 ] qout
);
reg [DW-1:0] qout_Reg;
assign qout = qout_Reg;
always @( negedge CLK or negedge RSTn ) begin
	if ( !RSTn ) begin
		qout_Reg <= { DW { RSTVAL } };
	end
	else begin
		qout_Reg <= #1 din;
	end
end
endmodule
module yj_basic_signal_2lever_sync # 
	(
		parameter DW = 32
	) 
	(
	input	CLK,
	input	RSTn, 
	input  [DW-1:0] din,
	output [DW-1:0] dout
);
	wire [DW-1:0] sync_dat [1:0];
    yj_basic_reg_clk_p #(.DW(DW),.RSTVAL(1'b0)) sync_1lever(CLK, RSTn, din, sync_dat[0]);
    yj_basic_reg_clk_p #(.DW(DW),.RSTVAL(1'b0)) sync_2lever(CLK, RSTn, sync_dat[0], sync_dat[1]);
	assign dout = sync_dat[1];
endmodule
==> design/flow/run.sh <==
#!/bin/bash
# OpenROAD 26Q1-2900-gdf79404cd8, Yosys 0.63+post, stock flow scripts
make -C /OpenROAD-flow-scripts/flow DESIGN_CONFIG=/design/flow/config.mk WORK_HOME=/design/flow/orfs finish
==> design/flow/config.mk <==
export PLATFORM = sky130hd
export DESIGN_NAME = yj_basic_signal_2lever_sync
export DESIGN_NICKNAME = yj_basic_signal_2lever_sync
export VERILOG_FILES = /design/flow/design.v
export SDC_FILE = /design/flow/constraint.sdc
export NUM_CORES = 4
export LEC_CHECK = 1
export CORE_UTILIZATION = 30
==> design/flow/constraint.sdc <==
current_design yj_basic_signal_2lever_sync

set clk_period 1.0
set clk_io_pct 0.2

create_clock -name clk0 -period $clk_period [get_ports {CLK}]

set non_clock_inputs [all_inputs -no_clocks]
set_input_delay [expr $clk_period * $clk_io_pct] -clock clk0 $non_clock_inputs
set_output_delay [expr $clk_period * $clk_io_pct] -clock clk0 [all_outputs]
==> impl_metrics.ini <==
; synthesis and place-and-route metrics
[floorplan]
io_pins = 66
dieHeight_um = 75.07
floorplanUtilization_pct = 31.16
num_rows = 26
floorplan.die.width_um = 75.07
floorplan.die_area_um2 = 5635
core-area_um2 = 5140

[timing]
worst_relative_slew_slack_pct = 79.08
finalHoldViolations = 64
final.setup_skew_ps = 6.058
max_slew.worst_pin.slew_ps = 313.8
crit_path_setup_slack_layout_ps = -7.399
min_period_over_period_pct = 100.7
fin_setup_tns_ps = -11.72
max_transition_viols_final = 0
rsz0062_at_grt = yes
finalSetupViolations = 3
holdWs_ps = -126.1
period_needed_ps = 1007
max_freq_mhz = 992.7

[routing]
detail_route.vias_per_cell = 3.574
post_drt_wl_per_cell_um = 10.79
drt-total-wl_mm = 2.330
drt_drc_violations_left = 0
drtPass1Iterations = 3
drt-initial-drc-count = 15
antenna-diode-count = 0
detailroute.via_count = 772
route.antenna.remaining_nets = 0

[final_layout]
mi_logic_area_um2 = 0
drive_above_1_share_pct = 34.25
num-fill-cells = 458
area_delta_synth_final_pct = 49.92
layoutNonFillerInstCount = 216
layout.comb_gates.multi_input = 0

[placed_design]
place.detailed.hpwl_mm = 1.498
portBuffers = 65
finalWeightedCongestion = 0.7009
place_inst = 200

[global_routing]
maximum_number_of_pins_on_one_net_before_global_route_repair = 65
antenna_found_initial = 0
globalRoute.totalOverflow = 0
grt_use_total_pct = 8.836
wire_length_of_the_first_global_routing_pass_mm = 3.519
vias_in_the_first_global_route = 769

[synth]
syn_area_um2 = 1602
top_area_share_pct = 100.0
synth-area-yosys_um2 = 1602
yosys.stat.seqShare_pct = 100.0
yosys-stat-cells = 64
synth_cells = 64
syn_avg_cell_area_um2 = 25.02
yosys.area.top_type = dfrtp_1
yosys_warns = 2
synth_cell_types = 1
ys_top_cells_by_area = dfrtp_1 (100%)
synth_flops = 64

[flow_run]
number_of_warnings_in_the_stage_logs = 29
drv.max_cap_violation_count = 0

[outcome]
violations = negative hold slack, negative setup slack
outcome = finished, violations left

[clock_network]
clockRootBuffer = clkbuf_8
worstSkewPairLatency_ps = 320
max-clock-path-buffers = 2
clock_sinks = 64
tritoncts = done
clkTransAtPathRegs_ps = 70
cts_made_buffers = 9
cts.htree.levels = 3

[pwr]
ir_drop_mv = 1.579
cellLeakagePower_nw = 1.112
power_density_nw_per_um2 = 2149

[worst_setup_path]
critical-path-slowest-cell = dfrtp_1
critical_path_arrival_ps = 810
worst-endpoint-required_ps = 800
cp_top_family = flip-flops
path_cells = buf_2
critical_path_startpoint_category = flip-flop
critPathKind = flip-flop to output port
worst-path-max-fanout = 1
cp_slowest_stage_delay_ps = 370
endpoint_kind = output port
critical_path.n_buffers_inverters = 1

[hold_path]
hold_class = input port to async pin
sequential cells by signal, summed over array words and instances, names as in the netlist:
register,cells
sync_2lever.qout_Reg,32
sync_1lever.qout_Reg,32
stage by stage:
stage	instance area, um^2	total power, mW	hold WS, ps	setup slack (ps)	utilization [%]
after global routing	2401	5.363	-116.1	-46.27	46.71
after detailed placement	2355	3.095	232.2	18.32	45.81
after CTS	2401	5.216	-126.3	-22.50	46.71
after global placement	2355	3.094	229.8	17.39	45.81
after floorplan	1602	2.776	-95.59	487.9	-
final	2401	5.159	-126.1	-7.399	46.71
cell usage after synthesis:
master    n
dfrtp_1  64
area by class of cell:
cell class / count / area (um^2) / area share [%]
clock inverter: 5 / 55.05 / 2.293
clock buffer: 11 / 151.4 / 6.305
sequential: 64 / 1602 / 66.70
tap: 70 / 87.58 / 3.648
timing repair buffer: 66 / 505.5 / 21.05
worst paths after layout:
path | from | endpoint | slack [ps] | depth (start not counted)
worst max-delay path | sync_2lever.qout_Reg[14] | dout[14] | -7 | 1
worst min-delay path | RSTn | sync_1lever.qout_Reg[28] | -130 | 2
worst max register to register | sync_1lever.qout_Reg[10] | sync_2lever.qout_Reg[10] | 520 | 0
worst min register to register | sync_1lever.qout_Reg[17] | sync_2lever.qout_Reg[17] | 350 | 0
max in group asynchronous | RSTn | sync_2lever.qout_Reg[21] | 870 | 2
min in group clk0 | din[12] | sync_1lever.qout_Reg[12] | 310 | 1
cell usage in the layout (no fill, tap or decap):
cell             count
clkinvlp_4           2
clkinv_2             2
bufinv_16            1
clkbuf_8            11
dfrtp_1             64
buf_12               1
buf_2               33
clkdlybuf4s50_1     32
cells by family after synthesis:
logic type,Yosys count,share of synthesized area (%)
flops,64,100.0
layer usage:
layer / wire length (um) / share of wire [%] / global-route usage [%]
met1: 977 / 42 / 13.59
met2: 900 / 39 / 10.11
met3: 399 / 17 / 6.242
met4: 53 / 2.3 / 2.935
met5: 0 / 0 / 0
where the power goes:
part	total (mW)	switching (mW)	internal, mW
logic	0.228	0.0697	0.158
registers	2.75	0.0289	2.72
clock network	2.18	0.908	1.28
what timing repair did:
| action | 4_1_cts | 5_1_grt |
|---|---|---|
| pin swaps | 0 | 0 |
| setup endpoints to repair | 32 | 32 |
| endpoints found under the hold margin | 64 | 64 |
| resized | 96 | 0 |
| cloned | 0 | 0 |
| buffers inserted | 0 | 0 |
Power and IR drop assume default switching activity.
